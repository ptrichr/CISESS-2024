$ cat /design/flow/config.mk
export PLATFORM = sky130hd
export DESIGN_NAME = switch_controller
export DESIGN_NICKNAME = switch_controller
export VERILOG_FILES = /design/flow/design.v
export SDC_FILE = /design/flow/constraint.sdc
export NUM_CORES = 4
export LEC_CHECK = 1
export CORE_AREA = 10 10 110 110
export DIE_AREA = 0 0 120 120
$ cat /design/flow/constraint.sdc
current_design switch_controller

set clk_period 4.9
set clk_io_pct 0.2

create_clock -name clk0 -period $clk_period [get_ports {clk}]

set non_clock_inputs [all_inputs -no_clocks]
set_input_delay [expr $clk_period * $clk_io_pct] -clock clk0 $non_clock_inputs
set_output_delay [expr $clk_period * $clk_io_pct] -clock clk0 [all_outputs]
$ cat /design/flow/design.v
`timescale 1ns / 1ps
module switch_controller (
input                clk,
output  reg          pwm
);
integer count;
initial begin
    count = 0;
end
always @(posedge clk) 
begin
    if (count < 23999)
    begin
        pwm <= 1;
        count <= count + 1;
    end
    else 
    begin
        if (count < 47999) 
        begin
            pwm <= 0;
            count <= count + 1;
        end
        else 
        begin
            pwm <= 1;
            count <= 0;
        end
    end
end 
endmodule
$ cat /design/flow/run.sh
#!/bin/bash
# OpenROAD 26Q1-2900-gdf79404cd8, Yosys 0.63+post, stock flow scripts
make -C /OpenROAD-flow-scripts/flow DESIGN_CONFIG=/design/flow/config.mk WORK_HOME=/design/flow/orfs finish
==> results.yml <==
# generated from flow reports
status:
  status: "complete, no violations"
synth:
  yosysUniqueCellTypes: 38
  synth_area_mm2: 0.00172
  top_area_share_pct: 38.4
  async_flop_share_pct: 0
  yosysCellCount: 198
  synth_top_cell_by_count: "dfxtp_1"
  flop_cell: "dfxtp_1"
  edf_count: 0
  ys_ff: 33
  area_leaders: "dfxtp_1 38%, or4_1 7.4%, a22oi_1 4.8%"
  ys_area_mm2: 0.00172
  yosysWarningCount: 1
  top_area_cell: "dfxtp_1"
  postSynthSeqShare_pct: 38.4
  syn-instance-count: 198
  avgSynthCellArea_um2: 8.68
  common_cells: "33 x dfxtp_1, 17 x or4_1, 16 x a21oi_1"
final_timing:
  period_minus_slack_ns: 2.52
  max_slew_margin_pct: 53.5
  slew_violations: 0
  period_used_pct: 51.5
  rsz0062_at_grt: "false"
  setup_viol: 0
  finalSetupTns_ns: 0
  fmax_ghz: 0.397
  finalHoldViolations: 0
  skew_ns: 0.00237
  tightestPinTransition_ns: 0.697
detailed_routing:
  first_iter_violations: 65
  drtPass1Iterations: 4
  antenna_left: 0
  route.detailed.drc: 0
  vias: 1485
  wl_um: 3730
  routedWlPerCell_um: 11.4
  via_per_inst: 4.56
  antenna_cells: 0
min_path:
  min_to: "count[31]"
  hold_class: "reg -> reg"
  holdPathStages: 1
  hold_start: "count[30]"
placement:
  post-dp-hpwl_um: 2560
  port_buffers: 1
  gp_congestion: 0.916
  place_area_mm2: 0.00185
cells_and_area:
  fill_cells: 1084
  stdcell_area_mm2: 0.00194
  combGateArea_um2: 976
  seq_area_um2: 661
  drive_gt1_share_pct: 9.84
  area_delta_synth_final_pct: 12.7
global_routing:
  antenna_found_initial: 0
  gr-total-overflow: 0
  grt_pass1_vias: 1334
  grt_pass1_wl_um: 6490
  track_usage_pct: 5.21
  grt_max_degree: 26
run:
  tool_warnings: 25
  max-cap-violations: 0
die:
  io_pins: 2
  core_mm2: 0.00977
  rows: 36
  initial_core_util_pct: 17.6
  die_area_mm2: 0.0144
  die_h_um: 120
  dieWidth_um: 120
critical_path:
  r2r_cells: 5
  r2r_slack_ns: 2.38
  regToRegEndpoint: "count[13]"
  worstPathMaxFanout: 19
  required_ns: 5.05
  startpoint_type: "flip-flop"
  cp-end-kind: "flip-flop"
  worst-setup-path-type: "reg -> reg"
  arrival_ns: 2.67
  rr_startpoint: "count[9]"
clocking:
  cts_buffers: 5
  cts_max_level: 2
  cts_tree: "done"
  root_buffer: "clkbuf_8"
  hold_buffers: 0
  cts_setup_buffers: 0
  clk_pin_slew_worst_paths_ns: 0.06
  ctsResizeCount: 0
  clk_path_buf_depth: 2
  clk_latency_ns: 0.28
  cts_sinks: 33
power_and_ir_drop:
  powerDensity_mw_per_mm2: 245
  p_leak_nw: 0.733
  peakVddDrop_v: 0.0000756
cells in the final DEF (no fill, tap or decap), types with 2 or more instances in the layout:
cell type	instances
dfxtp_1	33
or4_1	17
a21oi_1	16
nand3_1	11
a22oi_1	11
nand4_1	10
o31ai_1	10
nand2_1	8
xnor2_1	7
inv_1	6
nor2_1	6
xor2_1	6
clkbuf_8	6
o21ai_0	5
or3_1	5
or2_2	4
nor4_1	4
a22oi_2	3
and3_1	2
nor3_1	2
o2bb2a_1	2
buf_4	2
routing by layer:
layer	share of wire, %	wire length (µm)	vias up	track usage, %
met3	4.4	163	5	1.14
li1	-	-	751	-
met2	43	1620	23	7.53
met5	0	0	-	0
met4	1.5	57	0	0.905
met1	51	1890	706	7.84
state kept, by name, summed over array words and instances, names as in the netlist:
register / cells
count: 32
pwm: 1
cells by family after synthesis:
group	count (synthesis)	share of synthesized area, %
fa+ha+maj	1	0.728
flops	33	38.4
simple gates	76	27.1
compound gates	54	22.0
buf+inv	21	5.17
xor+xnor	13	6.62
power by group:
part           internal [W]  switching (W)        total, W
Sequential         0.000268              0        0.000268
Clock              0.000111      0.0000947        0.000206
Combinational             0              0  0.000000000423
stage by stage:
stage / utilization, % / cells / power [W] / hold slack (ns) / worst slack, ns
after CTS: 19.8 / 326 / 0.000479 / 0.483 / 2.36
after floorplan: - / 198 / 0.000274 / 0.442 / 2.96
final: 19.8 / 326 / 0.000474 / 0.482 / 2.38
after global routing: 19.8 / 326 / 0.000488 / 0.527 / 2.22
after detailed placement: 18.9 / 319 / 0.000274 / 0.466 / 2.36
after global placement: 18.9 / 319 / 0.000274 / 0.468 / 2.43
how the worst max path moves through the flow:
stage / start / end / depth (start not counted)
global route: count[9] / count[1] / 5
CTS: count[9] / count[13] / 5
finish: count[9] / count[13] / 5
worst max-delay path, cell delays in order (launching register included):
cell	delay, ns
dfxtp_1	0.48
nand4b_1	0.14
or4b_2	0.66
o2111ai_2	0.62
buf_4	0.35
a22oi_1	0.12
cell type report:
type	instances	share of cell area, %
inverters	6	1.16
well taps	133	8.59
flip-flops and latches	33	34.1
repair buffers	3	1.29
multi-input cells	144	50.4
clock buffers	7	4.46
No activity file was given, so power comes from the tool's default toggle rates.
