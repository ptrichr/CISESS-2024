$ cat flow/design.v
`timescale 1ns / 1ps
module uart_tx (
input  wire     clk             ,        
input  wire     reset           ,        
input  wire     [11:0] data     ,        
input  wire     start           ,        
output reg      uart_txd        ,        
output reg      busy                     
);
localparam BAUD_RATE = 115200;
localparam CLOCK_FREQ = 100_000_000;
localparam BAUD_COUNTER_MAX = CLOCK_FREQ / BAUD_RATE;
localparam IDLE = 3'b000,
           START1 = 3'b001,
           DATA1 = 3'b010,
           STOP1 = 3'b011,
           NEXT = 3'b100,
           START2 = 3'b101,
           DATA2 = 3'b110,
           STOP2 = 3'b111;
reg [2:0] present_state, next_state;
reg [15:0] baud_counter;
reg [7:0] byte1, byte2;
reg [3:0] bit_counter;
always @(posedge clk or posedge reset)
begin
    if (reset)
    begin
        byte1 <= 8'b0;
        byte2 <= 8'b0;
    end
    else if (start)
    begin
        byte1 <= {4'b0000, data[11:8]};  
        byte2 <= data[7:0];              
    end
end
always @(posedge clk or posedge reset)
begin
    if (reset)                           
    begin
        present_state <= IDLE;
        baud_counter <= 0;
        bit_counter <= 0;
        uart_txd <= 1'b1;
        busy <= 1'b0;
    end
    else                                 
    begin
        present_state <= next_state;
        case (present_state)
            IDLE:
            begin
                uart_txd <= 1'b1;
                if (start)
                begin
                    busy <= 1'b1;
                    next_state <= START1;
                end
                else
                begin
                    busy <= 1'b0;
                end
            end
            START1:
            begin
                if (baud_counter == BAUD_COUNTER_MAX)
                begin
                    uart_txd <= 1'b0;  
                    baud_counter <= 0;
                    bit_counter <= 0;
                    next_state <= DATA1;
                end
                else
                begin
                    baud_counter <= baud_counter + 1;
                end
            end
            DATA1:
            begin
                if (baud_counter == BAUD_COUNTER_MAX)
                begin
                    baud_counter <= 0;
                    uart_txd <= byte1[bit_counter];  
                    bit_counter <= bit_counter + 1;
                    if (bit_counter == 7) begin
                        next_state <= STOP1;
                    end
                end
                else
                begin
                    baud_counter <= baud_counter + 1;
                end
            end
            STOP1:
            begin
                if (baud_counter == BAUD_COUNTER_MAX)
                begin
                    uart_txd <= 1'b1;  
                    baud_counter <= 0;
                    next_state <= NEXT;
                end
                else
                begin
                    baud_counter <= baud_counter + 1;
                end
            end
            NEXT:
            begin
                if (baud_counter == BAUD_COUNTER_MAX)
                begin
                    uart_txd <= 1'b0;  
                    baud_counter <= 0;
                    bit_counter <= 0;
                    next_state <= DATA2;
                end
                else
                begin
                    baud_counter <= baud_counter + 1;
                end
            end
            DATA2:
            begin
                if (baud_counter == BAUD_COUNTER_MAX)
                begin
                    baud_counter <= 0;
                    uart_txd <= byte2[bit_counter];  
                    bit_counter <= bit_counter + 1;
                    if (bit_counter == 7) begin
                        next_state <= STOP2;
                    end
                end
                else
                begin
                    baud_counter <= baud_counter + 1;
                end
            end
            STOP2:
            begin
                if (baud_counter == BAUD_COUNTER_MAX)
                begin
                    uart_txd <= 1'b1;  
                    baud_counter <= 0;
                    busy <= 1'b0;
                    next_state <= IDLE;
                end
                else
                begin
                    baud_counter <= baud_counter + 1;
                end
            end
        endcase
    end
end
endmodule
$ cat flow/run.sh
#!/bin/bash
# OpenROAD 26Q1-2900-gdf79404cd8, Yosys 0.63+post, stock flow scripts
make -C /OpenROAD-flow-scripts/flow DESIGN_CONFIG=/design/flow/config.mk WORK_HOME=/design/flow/orfs finish
$ cat flow/config.mk
export PLATFORM = sky130hd
export DESIGN_NAME = uart_tx
export DESIGN_NICKNAME = uart_tx
export VERILOG_FILES = /design/flow/design.v
export SDC_FILE = /design/flow/constraint.sdc
export NUM_CORES = 4
export LEC_CHECK = 1
export CORE_UTILIZATION = 30
$ cat flow/constraint.sdc
current_design uart_tx

set clk_period 4.1
set clk_io_pct 0.2

create_clock -name clk0 -period $clk_period [get_ports {clk}]

set non_clock_inputs [all_inputs -no_clocks]
set_input_delay [expr $clk_period * $clk_io_pct] -clock clk0 $non_clock_inputs
set_output_delay [expr $clk_period * $clk_io_pct] -clock clk0 [all_outputs]
==> impl_results.html <==
<h2>Synthesis and place &amp; route</h2>
<table>
<tr><th>Metric</th><th>Value</th></tr>
<tr><th colspan="2">Status</th></tr>
<tr><td>Result of the run</td><td>complete, no violations</td></tr>
<tr><th colspan="2">Finish</th></tr>
<tr><td>Number of filler cells placed in the layout</td><td>595</td></tr>
<tr><td>Comb area</td><td>888 µm²</td></tr>
<tr><td>Storage element area</td><td>0.00102 mm²</td></tr>
<tr><td>Fraction of layout instances using a drive strength above 1</td><td>14.4%</td></tr>
<tr><td>Area added between synthesis and finish</td><td>17.8%</td></tr>
<tr><td>Utilization after layout</td><td>36.6%</td></tr>
<tr><th colspan="2">Yosys</th></tr>
<tr><td>Yosys warning tally</td><td>1</td></tr>
<tr><td>Leading post-synthesis cells by instance count</td><td>36 x sky130_fd_sc_hd__dfrtp_1, 18 x sky130_fd_sc_hd__nand2_1, 16 x sky130_fd_sc_hd__nor2_1</td></tr>
<tr><td>Fraction of the mapped netlist area in simple logic gates</td><td>18.3%</td></tr>
<tr><td>Mux share of post-synthesis cell area</td><td>10.9%</td></tr>
<tr><td>Top-area cell share</td><td>45.7%</td></tr>
<tr><td>Number of enable flip-flop cells</td><td>3</td></tr>
<tr><td>Total cells reported by yosys after synthesis</td><td>184</td></tr>
<tr><td>Dominant synthesized flop cell</td><td>sky130_fd_sc_hd__dfrtp_1</td></tr>
<tr><td>Synthesis-stage register bit count</td><td>40</td></tr>
<tr><td>Adder Share, Synth</td><td>1.90%</td></tr>
<tr><td>Count of distinct cell types in the synthesized netlist</td><td>40</td></tr>
<tr><td>Summed instance area of the synthesized netlist</td><td>0.00197 mm²</td></tr>
<tr><td>Asr flop ratio synth</td><td>92.5%</td></tr>
<tr><td>Most repeated cell in the gate-level netlist after synthesis</td><td>sky130_fd_sc_hd__dfrtp_1</td></tr>
<tr><td>Synth Area in Compound Gates</td><td>8.63%</td></tr>
<tr><td>Seq share, synth</td><td>51.6%</td></tr>
<tr><td>Post-synth top area cell</td><td>sky130_fd_sc_hd__dfrtp_1</td></tr>
<tr><td>XORs/XNORs by Area</td><td>5.33%</td></tr>
<tr><td>Average cell area after synthesis</td><td>10.7 µm²</td></tr>
<tr><td>Chip Area, Yosys</td><td>0.00197 mm²</td></tr>
<tr><td>Prevailing logic family in the synthesized netlist</td><td>simple AND/OR/NAND/NOR gates</td></tr>
<tr><td>Cell area leaders</td><td>sky130_fd_sc_hd__dfrtp_1 46%, sky130_fd_sc_hd__mux2_2 7.4%, sky130_fd_sc_hd__edfxtp_1 4.6%, sky130_fd_sc_hd__nand2_1 3.4%, sky130_fd_sc_hd__mux4_2 3.4%</td></tr>
<tr><td>Post-Syn Instances</td><td>184</td></tr>
<tr><th colspan="2">Clock network</th></tr>
<tr><td>Clock tree sinks</td><td>40</td></tr>
<tr><td>Clock insertion delay at the later pin of the skew report</td><td>290 ps</td></tr>
<tr><td>Cell chosen for the clock root</td><td>sky130_fd_sc_hd__clkbuf_8</td></tr>
<tr><td>Count of H-tree levels built during CTS</td><td>2</td></tr>
<tr><td>Clock-pin transition on the worst setup and hold timing paths</td><td>80 ps</td></tr>
<tr><td>CTS buffer count</td><td>5</td></tr>
<tr><td>Total setup buffers inserted after CTS</td><td>0</td></tr>
<tr><td>Number of gates given a new drive strength after cts</td><td>0</td></tr>
<tr><td>Hold bufs inserted after CTS</td><td>0</td></tr>
<tr><td>CTS tree</td><td>done</td></tr>
<tr><td>Clk buf depth</td><td>2</td></tr>
<tr><th colspan="2">Floorplan</th></tr>
<tr><td>Number of cell rows</td><td>29</td></tr>
<tr><td>Core box area</td><td>0.00635 mm²</td></tr>
<tr><td>Chip footprint</td><td>0.00690 mm²</td></tr>
<tr><td>Die extent in x</td><td>83.1 µm</td></tr>
<tr><td>Number of top-level pins</td><td>17</td></tr>
<tr><td>Vertical die dimension</td><td>83.1 µm</td></tr>
<tr><td>Floorplan Utilization</td><td>31.0%</td></tr>
<tr><th colspan="2">Worst hold path</th></tr>
<tr><td>Worst hold start</td><td>next_state[0]</td></tr>
<tr><td>Class of the worst hold path</td><td>flop to flop</td></tr>
<tr><th colspan="2">Global route</th></tr>
<tr><td>Vias in the first global route</td><td>1345</td></tr>
<tr><td>GR met3 Demand/Resource</td><td>2.22%</td></tr>
<tr><td>Overall track demand over capacity in global routing</td><td>10.9%</td></tr>
<tr><td>Met2 Resource Use GR</td><td>16.4%</td></tr>
<tr><td>Global-route wire length before repair</td><td>6.18 mm</td></tr>
<tr><td>Global routing's busiest layer</td><td>met1</td></tr>
<tr><td>Largest net degree at the start of global routing</td><td>39</td></tr>
<tr><td>Antenna violations before repair</td><td>0</td></tr>
<tr><td>Overflow left after global routing</td><td>0</td></tr>
<tr><td>Met1 layer usage reported by global route</td><td>17.4%</td></tr>
<tr><th colspan="2">Power and ir drop</th></tr>
<tr><td>Worst IR Drop VDD</td><td>224 µV</td></tr>
<tr><td>PwrDens</td><td>348 mW/mm²</td></tr>
<tr><td>Pleak</td><td>0.956 nW</td></tr>
<tr><th colspan="2">Detailed routing</th></tr>
<tr><td>WL per Instance</td><td>12.3 µm</td></tr>
<tr><td>Routed vias/inst</td><td>4.93</td></tr>
<tr><td>Iteration-0 DRC Markers</td><td>62</td></tr>
<tr><td>Routed Wire Length</td><td>3.41 mm</td></tr>
<tr><td>Vias after detailed routing</td><td>1370</td></tr>
<tr><td>Number of detailed-route iterations in the first pass</td><td>4</td></tr>
<tr><td>Diode count</td><td>0</td></tr>
<tr><td>Remaining antenna violation count after routing</td><td>0</td></tr>
<tr><td>Remaining DRCs</td><td>0</td></tr>
<tr><th colspan="2">Worst setup path</th></tr>
<tr><td>Crit end category</td><td>flop</td></tr>
<tr><td>Crit path arrival time</td><td>2650 ps</td></tr>
<tr><td>Setup Crit Path Kind</td><td>flop to flop</td></tr>
<tr><td>Data required time at the worst endpoint</td><td>4110 ps</td></tr>
<tr><td>Setup crit start kind</td><td>flop</td></tr>
<tr><td>CP Launch Point</td><td>baud_counter[0]</td></tr>
<tr><td>R2r startpoint</td><td>baud_counter[0]</td></tr>
<tr><td>Maximum net fanout on the critical path</td><td>15</td></tr>
<tr><th colspan="2">Final timing</th></tr>
<tr><td>Final Max Slew Viols</td><td>0</td></tr>
<tr><td>FMAX</td><td>378 MHz</td></tr>
<tr><td># setup viols final</td><td>0</td></tr>
<tr><td>Total negative slack</td><td>0 ps</td></tr>
<tr><td>Worst Setup Slack, final</td><td>1460 ps</td></tr>
<tr><td>Post-Route Skew</td><td>10.8 ps</td></tr>
<tr><td>Final Hold Violating Endpoints</td><td>0</td></tr>
<tr><td>Time the final worst path needs with I/O delays and setup</td><td>2640 ps</td></tr>
<tr><td>Worst rel slew slack</td><td>40.8%</td></tr>
<tr><td>Unrepaired setup endpoints after global routing</td><td>no</td></tr>
<tr><td>Slew at the pin with the worst max-slew slack</td><td>883 ps</td></tr>
<tr><td>Share of the clock period used by the worst path after layout</td><td>64.5%</td></tr>
<tr><th colspan="2">Place</th></tr>
<tr><td>Placement-stage worst setup slack</td><td>1480 ps</td></tr>
<tr><td>Port Buf Inserts</td><td>16</td></tr>
<tr><td>Final weighted congestion of routability-driven global placement</td><td>0.837</td></tr>
<tr><td>Post-detail-place hpwl</td><td>2.26 mm</td></tr>
<tr><th colspan="2">Job</th></tr>
<tr><td># Max-Cap Violations</td><td>0</td></tr>
<tr><td>Tool warnings</td><td>26</td></tr>
</table>
## critical path: stages, from the launching register on
cell                      delay [ps]
sky130_fd_sc_hd__dfrtp_1         410
sky130_fd_sc_hd__inv_1            90
sky130_fd_sc_hd__ha_1            140
sky130_fd_sc_hd__or3b_2          470
sky130_fd_sc_hd__nor4_4          670
sky130_fd_sc_hd__a22oi_1         190
sky130_fd_sc_hd__o21ai_0         150
sky130_fd_sc_hd__and3_1          230
## logic make-up (layout without fill, tap and decap cells)
logic type                 count (synthesis)  after routing
muxes                                     16             16
xor gates and xnor gates                  12             12
buffers and inverters                     15             32
AOI/OAI and AO/OA                         30             30
DFF                                       40             40
adders and majority gates                  3              3
and+or+nand+nor                           68             68
## layout by cell type (no fill, tap or decap), types with 2 or more instances in the layout
master | netlist | layout
sky130_fd_sc_hd__nand2_1 | 18 | 18
sky130_fd_sc_hd__nor2b_1 | 2 | 2
sky130_fd_sc_hd__nor2_1 | 16 | 16
sky130_fd_sc_hd__clkdlybuf4s50_1 | 0 | 16
sky130_fd_sc_hd__nand3_1 | 7 | 7
sky130_fd_sc_hd__nand4_1 | 5 | 5
sky130_fd_sc_hd__edfxtp_1 | 3 | 3
sky130_fd_sc_hd__xnor2_1 | 6 | 6
sky130_fd_sc_hd__mux2_2 | 13 | 13
sky130_fd_sc_hd__a21oi_1 | 9 | 9
sky130_fd_sc_hd__nor3b_1 | 2 | 2
sky130_fd_sc_hd__a21o_1 | 2 | 2
sky130_fd_sc_hd__mux4_2 | 3 | 3
sky130_fd_sc_hd__or3_1 | 2 | 2
sky130_fd_sc_hd__clkbuf_8 | 0 | 7
sky130_fd_sc_hd__o21ai_0 | 13 | 13
sky130_fd_sc_hd__dfrtp_1 | 36 | 36
sky130_fd_sc_hd__inv_1 | 7 | 7
sky130_fd_sc_hd__nor3_1 | 4 | 4
sky130_fd_sc_hd__xor2_1 | 6 | 6
sky130_fd_sc_hd__nand3b_1 | 2 | 2
sky130_fd_sc_hd__ha_1 | 3 | 3
## through the flow
step | instances | cell area [µm²] | hold WS, ps | power (W)
after floorplan | 184 | 1970 | 331 | 0.000445
after global placement | 270 | 2200 | 334 | 0.000465
after detailed placement | 270 | 2200 | 339 | 0.000466
after CTS | 278 | 2320 | 354 | 0.000819
after global routing | 278 | 2320 | 368 | 0.000838
final | 278 | 2320 | 360 | 0.000809
## where the power goes
part / internal (W) / total (W) / switching (W)
sequential: 0.000410 / 0.000415 / 0.00000550
combinational: 0.0000265 / 0.0000411 / 0.0000147
clock: 0.000215 / 0.000353 / 0.000138
total: 0.000651 / 0.000809 / 0.000158
## final cells by class
cell class | instances | share of cell area [%]
flip-flops and latches | 40 | 43.8
well taps | 77 | 4.15
clock inverters | 1 | 1.29
multi-input cells | 129 | 38.3
repair buffers | 17 | 7.22
inverters | 7 | 1.13
clock buffers | 7 | 4.15
## path summary, 6_finish.rpt
check                                   end  slack [ps]  depth (start not counted)
min in group asynchronous  baud_counter[11]         940                          3
setup reg to reg              next_state[2]        1460                          7
max in group asynchronous          uart_txd        2790                          3
setup / recovery              next_state[2]        1460                          7
hold / removal             present_state[0]         360                          0
hold reg to reg            present_state[0]         360                          0
## metal layers
layer | vias up | part of all wire [%] | wire length, µm
met3 | 5 | 4.1 | 140
met5 | - | 0 | 0
li1 | 674 | - | -
met1 | 662 | 51 | 1730
met4 | 0 | 0.70 | 24
met2 | 29 | 45 | 1520
## registers in the layout, summed over array words and instances, names as in the netlist
register / count
byte2: 8
busy: 1
uart_txd: 1
present_state: 3
next_state: 3
byte1: 4
baud_counter: 16
bit_counter: 4
Power figures rest on the tool's default switching activity, not on a simulated workload.
