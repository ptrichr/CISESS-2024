==> ./design.v <==
`timescale 1ns / 1ps
module adc_clock_divider (
input           clk         ,
output  reg     clk_enable
);
integer count;
initial begin
    count = 0;
end
always @(posedge clk) 
begin
    if (count < 1499)
    begin
        clk_enable <= 1;
        count <= count + 1;
    end
    else 
    begin
        if (count < 2999) 
        begin
            clk_enable <= 0;
            count <= count + 1;
        end
        else 
        begin
            clk_enable <= 1;
            count <= 0;
        end
    end
end
endmodule
==> ./run.sh <==
#!/bin/bash
# OpenROAD 26Q1-2900-gdf79404cd8, Yosys 0.63+post, stock flow scripts
make -C /OpenROAD-flow-scripts/flow DESIGN_CONFIG=/design/flow/config.mk WORK_HOME=/design/flow/orfs finish
==> ./config.mk <==
export PLATFORM = sky130hd
export DESIGN_NAME = adc_clock_divider
export DESIGN_NICKNAME = adc_clock_divider
export VERILOG_FILES = /design/flow/design.v
export SDC_FILE = /design/flow/constraint.sdc
export NUM_CORES = 4
export LEC_CHECK = 1
export CORE_AREA = 10 10 107 107
export DIE_AREA = 0 0 117 117
==> ./constraint.sdc <==
current_design adc_clock_divider

set clk_period 4.4
set clk_io_pct 0.2

create_clock -name clk0 -period $clk_period [get_ports {clk}]

set non_clock_inputs [all_inputs -no_clocks]
set_input_delay [expr $clk_period * $clk_io_pct] -clock clk0 $non_clock_inputs
set_output_delay [expr $clk_period * $clk_io_pct] -clock clk0 [all_outputs]
==> flow_metrics.tcl <==
# yosys + openroad results
set metrics [dict create \
    synth-edff-count 0 \
    r2r-end "count[4]" \
    cp.arrival_ps 2150 \
    cts-hold-fix-buffers 0 \
    drtIter0Drc 79 \
    yosysMostFrequentCell "dfxtp_1" \
    finalClockPeriodUsage_pct 45.27 \
    routedWlPerCell_um 9.595 \
    worst_setup_path_start_kind "flop" \
    reg2reg_depth 7 \
    setup_tns_ps 0 \
    finalNonFillerCells 289 \
    logic_area_sq_um 869.6 \
    max_clock_freq_ghz 0.5021 \
    die_width_um 117 \
    synth.area.top_cells "dfxtp_1 42%, xor2_1 12%, nor2_1 7.0%" \
    postSynthAreaPerCell_sq_um 9.093 \
    place.gp.congestion 0.7859 \
    yosys_most_used_dff "dfxtp_1" \
    cts_root_buf "clkbuf_8" \
    grt_pass1_wl_um 4912 \
    cp-end-kind "flop" \
    syn_inst 172 \
    required_ps 4560 \
    diodes 0 \
    grt_antenna_before_repair 0 \
    min_period_ps 1992 \
    crit_path_cell_trace "ha_1 -> a21oi_1 -> o21bai_1 -> a41oi_1 -> o22ai_2 -> buf_4 -> nor2_1" \
    row_count 35 \
    common_cells "33 x dfxtp_1, 29 x nor2_1, 22 x xor2_1, 14 x nand2_1, 12 x nand3_1" \
    grt_pass1_vias 1086 \
    synth_top_cell_by_area "dfxtp_1" \
    cts_made_buffers 5 \
    clkLatencyLatePin_ps 290 \
    max_slew_margin_pct 59.48 \
    ys_chip_area_sq_mm 0.001564 \
    drc 0 \
    dp_hpwl_um 1897 \
    post-cts-setup-buffers 0 \
    area_growth_syn_to_layout_pct 13.84 \
    status "finished, final reports clean" \
    synth-warning-count 1 \
    hp-start "count[0]" \
    grt_overflow 0 \
    initial_core_util_pct 17.01 \
    drive_gt1_share_pct 12.36 \
    vdd_drop_max_mv 0.08721 \
    die_h_um 117 \
    post-place-cells 281 \
    cp_max_fo 22 \
    syn-cell-area_sq_mm 0.001564 \
    ios 2 \
    ff_latch_area_sq_um 660.6 \
    yosys_cells 172 \
    r2r_slack_ps 2410 \
    min_to "count[0]" \
    globalRouteTotalUtil_pct 4.286 \
    worst_path_max_delay_cell "o22ai_2" \
    worst_pin_slew_ps 605.6 \
    grt_setup_unrepaired "no" \
    ys_types 29 \
    via_per_inst 4.062 \
    slowest_delay_ps 450 \
    finalClockSkew_ps 14.59 \
    port_buffers 1 \
    r2r-start "count[0]" \
    finalHoldViolCount 0 \
    core_area_sq_mm 0.009196 \
    final_core_util_pct 19.36 \
    totalWireLength_um 2773 \
    num_vias 1174 \
    setup_viol 0 \
    synth_top_area_share_pct 42.24 \
    crit_buf_inv 1 \
    ys_seq_share_pct 42.24 \
    htreeDepth 2 \
    cts_resized 0 \
    min_path_type "flop to flop" \
    fillerInstances 1006 \
    chipArea_sq_mm 0.01369 \
    cts_buffer_depth 2 \
    synthArstFlopShare_pct 0 \
    dr.pass1.iters 4 \
    crit_family "AND-OR/OR-AND gates" \
    p_leak_nw 0.6849 \
    drv_cap 0 \
    grt_max_degree 23 \
    maxSlewViolCount 0 \
    p_per_area_mw_per_mm2 289.3 \
    synth_flops 33 \
    tool_warnings 25 \
    hold_path_depth 1 \
    ant_nets 0 \
    cts.sinks 33 \
    cts_tree "yes" \
    clk_pin_slew_ps 60 \
    critPathKind "flop to flop" \
]
layer usage:
metal  track usage [%]  vias up  routed length (um)
met5                 0        -                   0
met1             6.365      549                1447
met2             6.149       19                1168
li1                  -      602                   -
met4            0.5766        0                  27
met3             1.290        4                 130
sequential cells by signal, summed over array words and instances (netlist names):
name and count:
count 32, clk_enable 1
worst max-delay path by stage:
stage | startpoint | depth (start not counted) | endpoint | slack, ps
4_1_cts | count[0] | 7 | count[4] | 2380
5_1_grt | count[0] | 7 | count[21] | 2180
6_report | count[0] | 7 | count[4] | 2410
cell families after synthesis:
| family | count (synthesis) | share of synthesized area [%] |
|---|---|---|
| and+or+nand+nor | 94 | 34.32 |
| DFF | 33 | 42.24 |
| xor gates and xnor gates | 29 | 16.24 |
| AOI/OAI and AO/OA | 8 | 4.240 |
| buffers and inverters | 7 | 2.160 |
| adders and majority gates | 1 | 0.7999 |
cell type report:
type | instances | share of cell area [%]
Clock buffer | 6 | 4.076
Clock inverter | 2 | 0.5622
Inverter | 3 | 0.6325
Multi-Input combinational cell | 132 | 48.84
Sequential cell | 33 | 37.10
Tap cell | 111 | 7.800
Timing Repair Buffer | 2 | 0.9838
power by group:
part	leakage (nW)	internal (mW)	switching (mW)
Combinational	0.374	0	0
Sequential	0.266	0.299	0
Clock	0.0450	0.109	0.107
Total	0.685	0.408	0.107
per-stage QoR:
stage / hold WS [ps] / area (sq um) / total power, mW / setup slack [ps]
floorplan: 429.5 / 1564 / 0.3054 / 2849
global placement: 450.5 / 1698 / 0.3054 / 2443
detailed placement: 452.6 / 1698 / 0.3054 / 2398
CTS: 466.5 / 1780 / 0.5198 / 2377
global route: 495.6 / 1780 / 0.5326 / 2184
finish: 461.1 / 1780 / 0.5151 / 2408
cell usage in the layout, fill, tap and decap left out, drive strengths merged:
cell type and count:
a21oi 1, a41oi 2, and3 5, and4 2
buf 1, clkbuf 6, clkdlybuf4s50 1, clkinv 2
dfxtp 33, ha 1, inv 3, nand2 14
nand2b 3, nand3 12, nand4 11, nand4b 2
nor2 36, nor3 1, nor4 8, o211ai 1
o21a 1, o21bai 1, o22ai 1, o2bb2ai 1
xnor2 7, xor2 22
Power and IR drop assume default switching activity.
